===== ./design.v =====
`timescale 1ns / 1ps
module EMA_Module
#(   
    parameter BWIDTH = 13,
    parameter DWIDTH = 27,
    parameter OUTWIDTH = 48   
) (
    input  wire clk,
    input  wire [BWIDTH-1:0     ] Filter_Coefficient,
    input  wire [DWIDTH-1:0     ] Port_Data,
    input  wire                   Valid,
    output wire                   Valid_out_ema,
    output wire [OUTWIDTH-1:0   ] Filter_Out
);
reg        [DWIDTH-1:0]   Data = 0;
reg        [BWIDTH-1:0]   Coeff_2 = 0;
reg        [BWIDTH-1:0]   Coeff_1 = 0;
reg signed [DWIDTH-1:0]   Pread= 0; 
reg signed [OUTWIDTH-1:0] accum = 0;
reg signed [OUTWIDTH-1:0] c = 0;
reg Valid_1,Valid_2,Valid_3;
wire signed [DWIDTH+6:0] accum_shift ;
wire signed [DWIDTH-1:0] accum_raunding ;
assign accum_shift    = accum[OUTWIDTH-1:14   ];  
assign accum_raunding = accum_shift[DWIDTH-1:0];  
always @(posedge clk) begin
    Valid_1 <= Valid;
    if (Valid) begin
        Data    <= Port_Data;
    end
    Coeff_1 <= Filter_Coefficient;
    Valid_2 <= Valid_1;
    Pread   <= $signed({1'b0,Data})  - accum_raunding;  
    Coeff_2 <= Coeff_1;
    if (Valid_2) begin
        accum   <= $signed({{5{1'b0}},Coeff_2}) * Pread + c;
        Valid_3 <= Valid_2;
    end
    if (Valid_3) begin
        c     <= accum;
    end
end
assign Filter_Out = accum;
assign Valid_out_ema  = Valid_2;
endmodule
`timescale 1ns / 1ps
module Error
#(   
    parameter BWIDTH = 13,
    parameter AWIDTH = 27,
    parameter DWIDTH = 8,
    parameter OUTWIDTH = 48   
) (
    input  wire clk,
    input  wire [BWIDTH-1:0     ] Error_Coefficient,
    input  wire [AWIDTH-1:0     ] Port_Data_A,
    input  wire [DWIDTH-1:0     ] R_level,
    input  wire                   Valid,
    output wire                   Valid_out_error,
    output wire [OUTWIDTH-1:0   ] Error_Out
);
reg signed [AWIDTH-1:0]   Data = 0;
reg        [BWIDTH-1:0]   Coeff_2 = 0;
reg        [BWIDTH-1:0]   Coeff_1 = 0;
reg signed [DWIDTH-1:0]   Pread = 0;
reg        [DWIDTH-1:0]   R_trig = 0; 
reg signed [OUTWIDTH-1:0] accum = 0;
reg signed [OUTWIDTH-1:0] c = 0;
reg Valid_1,Valid_2;
always @(posedge clk) begin
	R_trig  <= R_level;
	Valid_1 <= Valid;
	Coeff_1 <= Error_Coefficient;
	Data    <= Port_Data_A;
    Pread   <= $signed({1'b0,R_trig})  - Data;
	Valid_2 <= Valid_1;
	Coeff_2 <= Coeff_1;
	if (Valid_2) begin
		accum <= $signed({{5{1'b0}},Coeff_2}) * Pread + c;
	end
	c <= accum;
end
assign Valid_out_error = Valid_2;
assign Error_Out = accum;
endmodule
`timescale 1ns / 1ps
module Module_of_number
#(   
    parameter W_IN = 26,
    parameter W_OUT = 27
) (
    input  wire [W_IN -1:0 ] Input_a,
    input  wire [W_IN -1:0 ] Input_b,
    output wire [W_OUT-1:0 ] Output
);
wire  sign_a ;
wire  sign_b ;    
reg   [W_IN-1:0] module_a = 0; 
reg   [W_IN-1:0] module_b = 0;
assign  sign_a = Input_a[W_IN-1];
assign  sign_b = Input_b[W_IN-1];
always @* begin : async_proc
    case (sign_a)
        1'b0 : module_a =  Input_a;
        1'b1 : module_a = -Input_a;
    endcase
    case (sign_b)
        1'b0 : module_b =  Input_b;
        1'b1 : module_b = -Input_b;
    endcase
end
assign Output  = module_a + module_b;
endmodule
`timescale 1ns / 1ps
module Test1
    #(   
    parameter W_IN        = 16,
    parameter W_IN_MODULE = 26,
    parameter BWIDTH      = 18,
    parameter FILTERWIDTH = 13,
    parameter AWIDTH      = 30,
    parameter DWIDTH      = 27,
    parameter DFWIDTH     = 18,
    parameter RWIDTH      = 8,
    parameter RFWIDTH     = 6,
    parameter DSPWIDTH    = 48,
    parameter MULTWIDTH   = DWIDTH + W_IN ,
    parameter RZEROS      = DFWIDTH - RFWIDTH,
    parameter W_OUT       = 16
) (
    input  wire clk,
    input  wire [W_IN -1:0  	] s_chans_dataI,
    input  wire [W_IN -1:0  	] s_chans_dataQ,
    input  wire              	  s_chans_valid,
    input  wire [FILTERWIDTH-1:0] Filter_Coefficient,
    input  wire [FILTERWIDTH-1:0] Error_Coefficient,
    input  wire [RWIDTH-1:0     ] R_level,
    output wire              	  Valid_Out,
    output wire [W_IN_MODULE-1:0] OutputI,
    output wire [W_IN_MODULE-1:0] OutputQ
);
wire        [W_IN_MODULE:0] Module_Out;  
wire signed [DSPWIDTH-1:0 ] EMA_Out ;    
wire signed [DWIDTH+6:0   ] EMA_Out_Shift;  
wire signed [DWIDTH-1:0   ] EMA_Out_Round;  
wire        [DWIDTH-1:0   ] R_with_zeros;
wire signed [DSPWIDTH-1:0 ] Error_Out ;
wire signed [DWIDTH+6:0   ] Error_Out_Shift;  
wire signed [DWIDTH-1:0   ] Error_Out_Round;  
wire valid_connection,valid_error,valid_out_error;
reg   [0:0]  Valid_1,Valid_2;
reg  signed [W_IN-1:0       ] received_Qsignal = 0;
reg  signed [W_IN-1:0       ] received_Isignal = 0;
reg  signed [MULTWIDTH-1:0  ] first_Qmult = 0;
reg  signed [MULTWIDTH-1:0  ] first_Imult = 0;
wire signed [W_IN_MODULE-1:0] first_Qmult_round ;
wire signed [W_IN_MODULE-1:0] first_Imult_round ;
wire signed [W_IN-1:0       ] Satureted_real;
wire signed [W_IN-1:0       ] Satureted_imag;
reg  signed [W_IN_MODULE-1:0] Q_out_reg = 0;
reg  signed [W_IN_MODULE-1:0] I_out_reg = 0;
    assign Valid_Out  = valid_out_error;
    assign OutputQ    = Q_out_reg;
    assign OutputI    = I_out_reg;
always @(posedge clk) begin
    if(s_chans_valid) begin
        received_Isignal <= s_chans_dataI;  
        received_Qsignal <= s_chans_dataQ;  
    end
    first_Imult <= received_Isignal * Error_Out_Round;  
    first_Qmult <= received_Qsignal * Error_Out_Round;  
    Valid_1     <= s_chans_valid;
    Valid_2     <= Valid_1;
    if (Valid_Out)begin
        I_out_reg     = first_Imult_round;  
        Q_out_reg     = first_Qmult_round;  
    end
 end
assign EMA_Out_Shift = EMA_Out[DSPWIDTH-1:14];  
assign EMA_Out_Round = EMA_Out_Shift[DWIDTH-1:0];  
assign R_with_zeros = {R_level,{RZEROS{1'b0}}};
assign Error_Out_Shift = Error_Out[DSPWIDTH-1:10];  
assign Error_Out_Round = Error_Out_Shift[DWIDTH-1:0];  
assign first_Imult_round = first_Imult[MULTWIDTH-1:17];  
assign first_Qmult_round = first_Qmult[MULTWIDTH-1:17];  
    Module_of_number #(
        .W_IN(W_IN_MODULE),  
        .W_OUT(W_IN_MODULE+1)  
    ) inst_Module_of_number (
        .Input_a   (first_Imult_round),
        .Input_b   (first_Qmult_round),
        .Output    (Module_Out)
    );
    EMA_Module #(
        .BWIDTH(FILTERWIDTH),  
        .DWIDTH(DWIDTH),  
        .OUTWIDTH(DSPWIDTH) 
    ) inst_EMA_Module (
        .clk  (clk),
        .Filter_Coefficient (Filter_Coefficient),
        .Port_Data (Module_Out) ,
        .Valid (Valid_2),
        .Valid_out_ema (valid_error),
        .Filter_Out (EMA_Out)
    );
    Error #(
        .BWIDTH(FILTERWIDTH),
        .AWIDTH(DWIDTH),
        .DWIDTH(DWIDTH),
        .OUTWIDTH(DSPWIDTH)
    ) inst_Error (
        .clk               (clk),
        .Error_Coefficient (Error_Coefficient),
        .Port_Data_A       (EMA_Out_Round),
        .R_level           (R_with_zeros),
        .Valid             (valid_error),
        .Valid_out_error   (valid_out_error),
        .Error_Out         (Error_Out)
    );
endmodule

===== ./run.sh =====
#!/bin/bash
# OpenROAD 26Q1-2900-gdf79404cd8, Yosys 0.63+post, stock flow scripts
make -C /OpenROAD-flow-scripts/flow DESIGN_CONFIG=/design/flow/config.mk WORK_HOME=/design/flow/orfs finish

===== ./config.mk =====
export PLATFORM = sky130hd
export DESIGN_NAME = Test1
export DESIGN_NICKNAME = Test1
export VERILOG_FILES = /design/flow/design.v
export SDC_FILE = /design/flow/constraint.sdc
export NUM_CORES = 4
export LEC_CHECK = 1
export CORE_UTILIZATION = 30

===== ./constraint.sdc =====
current_design Test1

set clk_period 20.0
set clk_io_pct 0.2

create_clock -name clk0 -period $clk_period [get_ports {clk}]

set non_clock_inputs [all_inputs -no_clocks]
set_input_delay [expr $clk_period * $clk_io_pct] -clock clk0 $non_clock_inputs
set_output_delay [expr $clk_period * $clk_io_pct] -clock clk0 [all_outputs]

==> results.yml <==
# generated from flow reports
status:
  run_status: "completed"
synth:
  edf_count: 189
  async_reset_ff_share_pct: 0
  synthesis.area_sq_mm: 0.0710
  synth_top_area_share_pct: 41.0
  numSynthFlops: 439
  synth_top_cell_by_area: "fa_1"
  avgSynthCellArea_sq_um: 9.55
  ys_chip_area_sq_mm: 0.0710
  ys_cells: 7443
  yosysWarnings: 4
  yosys.cell_types.count: 81
  ys_seq_share_pct: 15.0
  synth_top_flop_cell: "dfxtp_1"
  postSynthCellCount: 7443
  synth.area.top_cells: "fa_1 41%, ha_1 9.3%, inv_1 8.8%"
finish:
  fin_util_pct: 33.0
  layout-drive-gt1-share_pct: 3.09
  largest_reg_flops: 41
  nFillCells: 23512
  final_area_sq_mm: 0.0778
  top_register: "inst_EMA_Module.accum"
  area_growth_pct: 9.47
  comb_area_sq_mm: 0.0530
  top_regs: "inst_EMA_Module.accum (41), inst_Error.accum (37), inst_Error.c (37)"
  flop_area_sq_mm: 0.0107
worst_setup_path:
  r2r_slack_ns: 11.15
  reg2reg_from: "inst_EMA_Module.Coeff_2[3]"
  critical_path.top_delay_family: "adder cells"
  r2r_cells: 32
  cp-start-kind: "register"
  crit_top_cell: "fa_1"
  crit_type: "reg2reg"
  crit_buf_inv: 4
  cp.required_ns: 20.43
  cp_max_fo: 27
  arrival_ns: 9.28
  cp_slowest_cell: "dfxtp_1"
  regToRegEndpoint: "inst_EMA_Module.accum[40]"
  endpoint_kind: "register"
  max_stage_delay_ns: 0.95
floorplan:
  fp-row-count: 178
  ios: 121
  die_y_um: 489
  initCoreUtil_pct: 30.2
  core_area_sq_mm: 0.235
  die_area_sq_mm: 0.239
  die_x_um: 489
global_routing:
  first_global_vias: 52520
  grt_max_degree: 37
  antenna_found_initial: 6
  grt_usage_pct: 16.4
  grt_pass1_wl_um: 291000
  gr-total-overflow: 0
clock_tree:
  hold_buffers: 0
  cts_resized: 0
  clk_pin_slew_worst_paths_ns: 0.06
  clockBufferDepth: 3
  root_buffer: "clkbuf_16"
  post_cts_buffers: 0
  cts_sinks: 439
  cts_buffers: 56
  clk_latency_ns: 0.72
  cts_tree: "built"
  htreeDepth: 2
flow_run:
  warning_count: 32
  maxCapViolCount: 0
hold_path:
  worstHoldPathCells: 0
  hp-start: "inst_Error.Coeff_1[3]"
  min_to: "inst_Error.Coeff_2[3]"
  hp-class: "reg2reg"
sta:
  setup_slack_ns: 11.15
  max_slew_margin_pct: 36.4
  worstMarginPinSlew_ns: 0.930
  hold_viol_final: 0
  setup_viol: 0
  tns_ns: 0
  fmax_mhz: 113
  rsz0062_at_grt: "false"
  min_period_ns: 8.85
  report.final.slew_viol_count: 0
  finalClockPeriodUsage_pct: 44.2
  clock_skew_ns: 0.0556
drt:
  avgViaCountPerCell: 4.52
  drt_iter0_drc: 1810
  antenna_left: 0
  via_count: 47990
  drc: 0
  wl_per_cell_um: 16.8
  postRouteWirelength_um: 178000
  dr.pass1.iters: 5
placed_design:
  pre_cts_ws_ns: 11.19
  place_area_sq_mm: 0.0759
  dp.final_hpwl_um: 139000
  gp_congestion: 0.943
  io_buffer_count: 120
## synth_stat cells (all sizes together), types with 4 or more instances
cell type and n:
a31o 5, a2111oi 8, a41oi 6, clkbuf 293
o21bai 29, nand4 21, a211oi 24, dfxtp 250
ha 530, edfxtp 189, a31oi 20, a211o 6
nor2 156, nand3 40, o211ai 18, nand2b 87
fa 1455, o41ai 10, a21boi 11, o311ai 4
o21ai 136, a21o 94, xnor2 276, a21oi 184
nor4 8, or3 18, and3 14, xor2 64
and2 613, nand2 1007, or2 9, o21a 56
o31a 4, o31ai 16, inv 1659, or4 12
nor3 42, nor2b 23
## worst max path at each step
stage	startpoint	to	cells after the start
4_1_cts	inst_EMA_Module.Coeff_2[3]	inst_EMA_Module.accum[40]	34
5_1_grt	inst_EMA_Module.Coeff_2[3]	inst_EMA_Module.accum[40]	33
6_report	inst_EMA_Module.Coeff_2[3]	inst_EMA_Module.accum[40]	32
## cell type report
class                   instances  share of cell area [%]
inverters                    1659                    8.01
clock inverters                38                   0.479
repair buffers                222                    2.52
multi-input cells            5051                    68.2
flip-flops and latches        439                    13.7
clock buffers                  68                    1.99
diodes                          1                 0.00322
well taps                    3150                    5.07
## through the flow
stage	instances	hold slack (ns)
after floorplan	7443	0.310
after global placement	10521	0.311
after detailed placement	10521	0.312
after CTS	10627	0.313
after global routing	10627	0.327
final	10628	0.320
## logic make-up (layout without fill, tap and decap cells)
| kind of cell | after synthesis | count (layout) | share of synthesized area [%] |
|---|---|---|---|
| AND/OR/NAND/NOR | 2063 | 2063 | 14.0 |
| adder cells (fa/ha/maj) | 1985 | 1985 | 50.3 |
| buffers and inverters | 1953 | 1987 | 10.3 |
| AND-OR/OR-AND | 662 | 662 | 6.12 |
| flip-flops | 439 | 439 | 15.0 |
| XOR/XNOR | 340 | 340 | 4.19 |
| multiplexers | 1 | 1 | 0.0141 |
| other | 0 | 1 | 0 |
## layout by cell type, fill, tap and decap left out, types with 102 or more instances in the layout
cell type and instances:
buf_4 102, inv_1 1659, nor2_1 155, edfxtp_1 189, o21ai_0 107, xnor2_1 276, dfxtp_1 248, fa_1 1455
a21oi_1 182, and2_1 613, clkdlybuf4s50_1 119, ha_1 530, nand2_1 1007
## routing by layer
metal  routed length, um  GRT usage (%)  vias to the layer above
li1                    -              -                    22310
met1               69600           20.6                    23703
met2               83500           25.8                     1718
met3               18100           7.32                      257
met4                7060           4.88                        2
met5                   9         0.0612                        -
