File: ./design.v
`timescale 1ns / 1ps
module complex_mult
#(
    parameter AWIDTH = 16,
    parameter BWIDTH = 16,
    parameter OUTWIDTH = 33   
) (
    input  wire clk,
    input  wire [  AWIDTH-1:0] a_real,
    input  wire [  AWIDTH-1:0] a_imag,
    input  wire [  BWIDTH-1:0] b_real,
    input  wire [  BWIDTH-1:0] b_imag,
    input  wire                 valid,
    output wire [OUTWIDTH-1:0] z_real,
    output wire [OUTWIDTH-1:0] z_imag
);
    reg  signed [AWIDTH-1:0]
    dsp1_trig1_1, dsp1_trig1_2,dsp1_trig1_3,dsp1_trig2_1,
    dsp2_trig1_1, dsp2_trig1_2,dsp2_trig1_3,dsp2_trig2_1,
    dsp3_trig1_1, dsp3_trig1_2,dsp3_trig1_3,dsp3_trig2_1;
    reg  signed [AWIDTH:0]
        dsp1_adder_1,dsp2_adder_1,dsp3_adder_1;
    reg  signed [OUTWIDTH-2:0]
        dsp1_mult,dsp2_mult,dsp3_mult,
        dsp1_mult_del,dsp2_mult_del,dsp3_mult_del;
    reg  signed [OUTWIDTH-1:0]
        dsp1_adder_2,dsp3_adder_2,
        dsp1_adder_2_del,dsp3_adder_2_del;
    reg signed [OUTWIDTH-1:0] z_real_int;
    reg signed [OUTWIDTH-1:0] z_imag_int;
always @(posedge clk) begin
    if (valid) begin
        dsp1_trig1_1 <= b_imag;
        dsp1_trig1_2 <= a_real;
        dsp1_trig1_3 <= a_imag;
        dsp2_trig1_1 <= a_real;
        dsp2_trig1_2 <= b_real;
        dsp2_trig1_3 <= b_imag;
        dsp3_trig1_1 <= b_real;
        dsp3_trig1_2 <= a_real;
        dsp3_trig1_3 <= a_imag;
    end
end
always @(posedge clk) begin
        dsp1_trig2_1    <=      dsp1_trig1_1;
        dsp1_adder_1    <=      dsp1_trig1_2 + dsp1_trig1_3;
        dsp2_trig2_1    <=      dsp2_trig1_1;
        dsp2_adder_1    <=      dsp2_trig1_2 + dsp2_trig1_3;
        dsp3_trig2_1    <=      dsp3_trig1_1;
        dsp3_adder_1    <=      dsp3_trig1_3 - dsp3_trig1_2;
end
always @(posedge clk)
    begin
        dsp1_mult       <=      dsp1_trig2_1 * dsp1_adder_1;
        dsp2_mult       <=      dsp2_trig2_1 * dsp2_adder_1;
        dsp3_mult       <=      dsp3_trig2_1 * dsp3_adder_1;
    end
always @(posedge clk)
   begin
        dsp1_mult_del   <=      dsp1_mult;
        dsp2_mult_del   <=      dsp2_mult;
        dsp3_mult_del   <=      dsp3_mult;
    end
always @(posedge clk)
    begin
        dsp1_adder_2    <=      dsp2_mult_del-dsp1_mult_del;
        dsp3_adder_2    <=      dsp2_mult_del+dsp3_mult_del;
    end
always @(posedge clk)
      begin
        dsp1_adder_2_del <=     dsp1_adder_2;
        dsp3_adder_2_del <=     dsp3_adder_2;
      end
always @(posedge clk)
    begin
        z_real_int       <=     dsp1_adder_2_del;
        z_imag_int       <=     dsp3_adder_2_del;
    end
    assign z_real = z_real_int;
    assign z_imag = z_imag_int;
endmodule
File: ./run.sh
#!/bin/bash
# OpenROAD 26Q1-2900-gdf79404cd8, Yosys 0.63+post, stock flow scripts
make -C /OpenROAD-flow-scripts/flow DESIGN_CONFIG=/design/flow/config.mk WORK_HOME=/design/flow/orfs finish
File: ./config.mk
export PLATFORM = sky130hd
export DESIGN_NAME = complex_mult
export DESIGN_NICKNAME = complex_mult
export VERILOG_FILES = /design/flow/design.v
export SDC_FILE = /design/flow/constraint.sdc
export NUM_CORES = 4
export LEC_CHECK = 1
export CORE_UTILIZATION = 30
File: ./constraint.sdc
current_design complex_mult

set clk_period 19.7
set clk_io_pct 0.2

create_clock -name clk0 -period $clk_period [get_ports {clk}]

set non_clock_inputs [all_inputs -no_clocks]
set_input_delay [expr $clk_period * $clk_io_pct] -clock clk0 $non_clock_inputs
set_output_delay [expr $clk_period * $clk_io_pct] -clock clk0 [all_outputs]
==> tab_implementation.tex <==
% Implementation results table
\begin{tabular}{lr}
\hline
Metric & Value \\
\hline
\multicolumn{2}{l}{\textbf{Outcome}} \\
\quad Run status & finished, final reports clean \\
\multicolumn{2}{l}{\textbf{Logic synthesis}} \\
\quad Cell area after synthesis & 47,000 um2 \\
\quad Chip Area, Yosys & around 47,000 um2 \\
\quad Ranking of synthesized cells by area & sky130\_fd\_sc\_hd\_\_fa\_1 (35\%), sky130\_fd\_sc\_hd\_\_dfxtp\_1 (21\%), sky130\_fd\_sc\_hd\_\_ha\_1 (9.5\%), sky130\_fd\_sc\_hd\_\_inv\_1 (7.7\%), sky130\_fd\_sc\_hd\_\_and2\_1 (5.0\%) \\
\quad Async set-or-reset flop fraction in the synthesized netlist & 0\% \\
\quad Post-synthesis cell count from yosys & around 4,600 \\
\quad Cell type with the largest total area & sky130\_fd\_sc\_hd\_\_fa\_1 \\
\quad Count of flip-flops with a built-in enable after synthesis & roughly 64 \\
\quad Post-synth regs & around 550 \\
\quad Main flop type & sky130\_fd\_sc\_hd\_\_dfxtp\_1 \\
\quad Part of the Yosys area used for sequential elements & roughly a quarter \\
\quad Synth Area per Inst & 10.2 um2 \\
\quad Share of the synthesized area in the top cell type & 34.7\% \\
\quad Library cells used by synthesis & about 75 \\
\quad Gate Count Post-Synth & around 4,600 \\
\quad Yosys Warn Count & 1 \\
\multicolumn{2}{l}{\textbf{Critical path}} \\
\quad Startpoint of the lowest-slack register-to-register path & dsp2\_trig2\_1[1] \\
\quad Startpoint of the worst setup timing path & dsp2\_trig2\_1[1] \\
\quad Endpoint type of the worst setup path & flip-flop \\
\quad Critical R2R Capture & dsp2\_mult[30] \\
\quad Worst setup path class & flip-flop to flip-flop \\
\quad Largest fanout on the critical path & 17 \\
\quad Number of cell instances on the worst register-to-register path & 19 \\
\quad Crit path DAT & $\sim$7.6 ns \\
\quad Data required time of the worst path & between 20 and 25 ns \\
\quad Slack of the worst reg-to-reg path & $\sim$13 ns \\
\quad Critical path launch point type & flip-flop \\
\multicolumn{2}{l}{\textbf{Flow run}} \\
\quad MaxCap Viol Count & 0 \\
\quad Stage-log warning count & about 40 \\
\multicolumn{2}{l}{\textbf{Detailed routing}} \\
\quad Count of vias placed by the detailed router & between 30,000 and 40,000 \\
\quad Post-route DRC violation count & 0 \\
\quad Number of iterations in the first detailed-routing pass & 5 \\
\quad Met3 wire length & 8760 um \\
\quad Count of routing violations after the opening detailed-route iteration & $\sim$1,300 \\
\quad Metal1 wirelength & between 40,000 and 50,000 um \\
\quad Average via count per standard cell & 4.43 \\
\quad WL per Instance & $\sim$17 um \\
\quad Met2 wire len & roughly 54,000 um \\
\quad Total length of routed wires & around 110,000 um \\
\quad Remaining antenna violation count after routing & 0 \\
\quad Highest routed layer & met5 \\
\multicolumn{2}{l}{\textbf{Hold path}} \\
\quad Beginning of the worst hold path & dsp1\_mult[18] \\
\quad Number of cells on the worst hold path & 0 \\
\quad Kind of path behind the tightest hold check & flip-flop to flip-flop \\
\quad Worst Hold Endpoint & dsp1\_mult\_del[18] \\
\multicolumn{2}{l}{\textbf{Clock network}} \\
\quad Num CTS Buffers & approximately 66 \\
\quad Worst-skew pair later-pin latency & 0.66 ns \\
\quad CTS clock-pin slew for the worst setup and hold paths & about 0.060 ns \\
\quad PostCTS Resize Cnt & 0 \\
\quad TritonCTS clock tree & yes \\
\quad Cell chosen for the clock root & sky130\_fd\_sc\_hd\_\_clkbuf\_16 \\
\quad Clock Tree Buf Depth & 3 \\
\quad Postcts setup bufs & 0 \\
\quad Number of H-tree branching levels & 3 \\
\quad Count of clock tree sinks & 552 \\
\quad Post-cts hold-fix buffer tally & 0 \\
\multicolumn{2}{l}{\textbf{Placed design}} \\
\quad Dpl ws & $\sim$13 ns \\
\quad I/O Buffers & between 100 and 150 \\
\quad Detailed Place HPWL & around 94,000 um \\
\quad Global placement routability congestion & between 0.9 and 1 \\
\multicolumn{2}{l}{\textbf{Floorplanning}} \\
\quad Die area & about 160,000 um2 \\
\quad Count of boundary I/O pins & 132 \\
\quad Pre-Place Util & $\sim$30\% \\
\quad Standard-cell row count & $\sim$140 \\
\quad Core area & around 150,000 um2 \\
\quad Die width & 398 um \\
\quad Overall die height & between 300 and 400 um \\
\multicolumn{2}{l}{\textbf{Timing}} \\
\quad Max Clock Freq & between 0.1 and 0.15 GHz \\
\quad Skew final & 0.0388 ns \\
\quad Final Cycle Share & $\sim$36\% \\
\quad Setup TNS & 0 ns \\
\quad Relative max-transition margin & around 33\% \\
\quad Number of hold violations in the final report & 0 \\
\quad Count of final setup violators & 0 \\
\quad Setup repair after global routing missed its margin & false \\
\quad Slew at the pin closest to its max-slew limit & between 0.9 and 1 ns \\
\quad Setup ws final & 12.67 ns \\
\quad Final-report max-slew violation count & 0 \\
\quad Final critical delay including setup and external delays & between 7 and 8 ns \\
\multicolumn{2}{l}{\textbf{Layout}} \\
\quad Filler instances & around 15,000 \\
\quad Fraction of final layout cells with drive strength greater than 1 & approximately 3.4\% \\
\quad Growth of design area from synthesis to finish & 12.7\% \\
\multicolumn{2}{l}{\textbf{Global routing}} \\
\quad Maximum number of pins on one net before global-route repair & 37 \\
\quad Initial antenna violation count & 12 \\
\quad Tot GR Track Use & 16.0\% \\
\quad Wire length of the first global-routing pass & 186,000 um \\
\quad Final global-route overflow total & 0 \\
\quad Via count of the first global-routing pass & between 30,000 and 40,000 \\
\hline
\end{tabular}
==> layout make-up <==
cell class / instances / area, um2 / share of cell area (%)
Clock buffer: 80 / 1770 / 3.33
Tap cell: 2044 / 2560 / 4.83
Antenna cell: 4 / 10.0 / 0.0189
Multi-Input combinational cell: 2983 / 31300 / 59.0
Inverter: 963 / 3610 / 6.83
Sequential cell: 552 / 11700 / 22.1
Timing Repair Buffer: 154 / 1480 / 2.80
Clock inverter: 42 / 568 / 1.07
==> registers in the layout (all words and copies together) (netlist names), 33 cells and up <==
signal / flops
z_real_int: 33
dsp1_adder_2: 33
dsp1_adder_2_del: 33
dsp3_adder_2_del: 33
z_imag_int: 33
dsp3_adder_2: 33
==> cell families (layout without fill, tap and decap cells) <==
group / Yosys count / in the layout / synth area share [%]
buffers and inverters: 1079 / 1239 / 8.62
AOI/OAI and AO/OA: 446 / 446 / 6.42
adders and majority gates: 1173 / 1173 / 44.2
DFF: 552 / 552 / 24.9
other: 0 / 4 / 0
and+or+nand+nor: 1174 / 1174 / 12.3
xor gates and xnor gates: 190 / 190 / 3.54
==> through the flow <==
step | cells | hold WS (ns) | instance area, um2 | utilization [%]
global placement | 6696 | 0.310 | 50600 | 32.7
CTS | 6818 | 0.313 | 52900 | 34.2
global route | 6819 | 0.319 | 52900 | 34.2
floorplan | 4614 | 0.310 | 47000 | -
detailed placement | 6696 | 0.312 | 50600 | 32.7
finish | 6822 | 0.314 | 53000 | 34.2
==> cell usage in the layout (no fill, tap or decap), types with 9 or more instances in the layout <==
| master | instances |
|---|---|
| sky130_fd_sc_hd__nand2_1 | 465 |
| sky130_fd_sc_hd__a21oi_1 | 126 |
| sky130_fd_sc_hd__o21ai_0 | 71 |
| sky130_fd_sc_hd__a211oi_1 | 18 |
| sky130_fd_sc_hd__nor3_1 | 43 |
| sky130_fd_sc_hd__nand3_1 | 30 |
| sky130_fd_sc_hd__clkbuf_1 | 9 |
| sky130_fd_sc_hd__nor2b_1 | 25 |
| sky130_fd_sc_hd__ha_1 | 358 |
| sky130_fd_sc_hd__clkdlybuf4s50_1 | 130 |
| sky130_fd_sc_hd__inv_1 | 963 |
| sky130_fd_sc_hd__clkinv_2 | 9 |
| sky130_fd_sc_hd__buf_4 | 24 |
| sky130_fd_sc_hd__a21o_1 | 59 |
| sky130_fd_sc_hd__bufinv_16 | 9 |
| sky130_fd_sc_hd__dfxtp_1 | 488 |
| sky130_fd_sc_hd__o21a_1 | 38 |
| sky130_fd_sc_hd__xor2_1 | 45 |
| sky130_fd_sc_hd__edfxtp_1 | 64 |
| sky130_fd_sc_hd__xnor2_1 | 145 |
| sky130_fd_sc_hd__nor2_1 | 136 |
| sky130_fd_sc_hd__or4_1 | 9 |
| sky130_fd_sc_hd__and2_1 | 375 |
| sky130_fd_sc_hd__nand2b_1 | 40 |
| sky130_fd_sc_hd__o21bai_1 | 25 |
| sky130_fd_sc_hd__clkbuf_16 | 67 |
| sky130_fd_sc_hd__fa_1 | 815 |
| sky130_fd_sc_hd__and3_1 | 21 |
==> cell usage after synthesis, types with 4 or more instances <==
cell	count
sky130_fd_sc_hd__a211o_1	6
sky130_fd_sc_hd__a211oi_1	18
sky130_fd_sc_hd__a21boi_0	4
sky130_fd_sc_hd__a21o_1	59
sky130_fd_sc_hd__a21oi_1	126
sky130_fd_sc_hd__a31o_2	6
sky130_fd_sc_hd__a31oi_1	8
sky130_fd_sc_hd__a41o_1	4
sky130_fd_sc_hd__and2_1	375
sky130_fd_sc_hd__and3_1	21
sky130_fd_sc_hd__and4_1	5
sky130_fd_sc_hd__clkbuf_1	115
sky130_fd_sc_hd__dfxtp_1	488
sky130_fd_sc_hd__edfxtp_1	64
sky130_fd_sc_hd__fa_1	815
sky130_fd_sc_hd__ha_1	358
sky130_fd_sc_hd__inv_1	963
sky130_fd_sc_hd__nand2_1	465
sky130_fd_sc_hd__nand2b_1	40
sky130_fd_sc_hd__nand3_1	30
sky130_fd_sc_hd__nand3b_1	4
sky130_fd_sc_hd__nand4_1	5
sky130_fd_sc_hd__nor2_1	136
sky130_fd_sc_hd__nor2b_1	25
sky130_fd_sc_hd__nor3_1	43
sky130_fd_sc_hd__o211ai_1	8
sky130_fd_sc_hd__o21a_1	38
sky130_fd_sc_hd__o21ai_0	71
sky130_fd_sc_hd__o21bai_1	25
sky130_fd_sc_hd__o22ai_1	4
sky130_fd_sc_hd__o31a_1	5
sky130_fd_sc_hd__o31ai_1	6
sky130_fd_sc_hd__o41ai_1	6
sky130_fd_sc_hd__or2_2	4
sky130_fd_sc_hd__or3_1	6
sky130_fd_sc_hd__or4_1	9
sky130_fd_sc_hd__xnor2_1	145
sky130_fd_sc_hd__xor2_1	45
==> how the worst max path moves through the flow <==
| stage | end | slack (ns) | depth (start not counted) |
|---|---|---|---|
| after CTS | dsp3_mult[30] | 12.74 | 21 |
| after global routing | dsp3_mult[30] | 12.32 | 21 |
| final | dsp2_mult[30] | 12.67 | 19 |
==> layer usage <==
metal	up-vias	global-route usage (%)
met1	14872	21.5
met2	862	25.5
li1	14319	-
met5	-	0
met4	18	4.32
met3	175	4.85
==> worst max-delay path: stages (launching register included) <==
cell                       delay [ns]
sky130_fd_sc_hd__dfxtp_1         0.77
sky130_fd_sc_hd__nand2_1         0.17
sky130_fd_sc_hd__fa_1            0.53
sky130_fd_sc_hd__fa_1            0.57
sky130_fd_sc_hd__fa_1            0.44
sky130_fd_sc_hd__fa_1            0.54
sky130_fd_sc_hd__inv_1           0.05
sky130_fd_sc_hd__fa_1            0.49
sky130_fd_sc_hd__fa_1            0.41
sky130_fd_sc_hd__ha_1            0.39
sky130_fd_sc_hd__nand2_1         0.11
sky130_fd_sc_hd__o21ai_0         0.27
sky130_fd_sc_hd__a31oi_1         0.15
sky130_fd_sc_hd__a211oi_1        0.68
sky130_fd_sc_hd__a31oi_1         0.30
sky130_fd_sc_hd__o31ai_1         0.42
sky130_fd_sc_hd__o41ai_1         0.18
sky130_fd_sc_hd__o21ai_0         0.19
sky130_fd_sc_hd__a21oi_1         0.10
sky130_fd_sc_hd__xnor2_1         0.13
